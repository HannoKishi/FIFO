## design/flow/config.mk

```make
export PLATFORM = sky130hd
export DESIGN_NAME = FIFO_asyn
export DESIGN_NICKNAME = FIFO_asyn
export VERILOG_FILES = /design/flow/design.v
export SDC_FILE = /design/flow/constraint.sdc
export NUM_CORES = 4
export LEC_CHECK = 1
export CORE_UTILIZATION = 50
```

## design/flow/constraint.sdc

```tcl
current_design FIFO_asyn

set clk_period 4.3
set clk_io_pct 0.2

create_clock -name clk0 -period $clk_period [get_ports {rd_clk}]
create_clock -name clk1 -period $clk_period [get_ports {wr_clk}]

set non_clock_inputs [all_inputs -no_clocks]
set_input_delay [expr $clk_period * $clk_io_pct] -clock clk0 $non_clock_inputs
set_output_delay [expr $clk_period * $clk_io_pct] -clock clk0 [all_outputs]
```

## design/flow/design.v

```verilog
module FIFO_asyn(wr,rd,wr_clk,rd_clk,rst,Din,Dout,full,empty);
 input wr;
 input rd;
 input wr_clk;
 input rd_clk;
 input rst;
 input[7:0] Din;
 output[7:0] Dout;
 output full;
 output empty;
 reg full;
 reg empty;
 reg[7:0] Dout;
 reg[7:0] mem[15:0];                         
 reg[4:0] wr_addr_bin;                      
 reg[4:0] rd_addr_bin;                      
 reg[4:0] syn_wr_addr0_gray;
 reg[4:0] syn_wr_addr1_gray;
 reg[4:0] syn_wr_addr2_gray;
 reg[4:0] syn_rd_addr0_gray;
 reg[4:0] syn_rd_addr1_gray;
 reg[4:0] syn_rd_addr2_gray;
 wire[3:0] fifo_enter_addr;
 wire[3:0] fifo_exit_addr;
 wire[4:0] wr_nextaddr_bin;
 wire[4:0] rd_nextaddr_bin;
 wire[4:0] wr_nextaddr_gray;
 wire[4:0] rd_nextaddr_gray;
 wire asyn_full;
 wire asyn_empty;
 assign fifo_enter_addr=wr_addr_bin[3:0];
 assign fifo_exit_addr=rd_addr_bin[3:0];
 always@(posedge wr_clk )
  begin
   if(wr&(~full))
    mem[fifo_enter_addr]<=Din;
   else
    mem[fifo_enter_addr]<=mem[fifo_enter_addr];
  end
  always@(posedge rd_clk)
   begin 
    if(rd&(~empty))
	 Dout<=mem[fifo_exit_addr];
	else
	 Dout<=0;
   end
  assign wr_nextaddr_bin=(wr&(~full))?wr_addr_bin[4:0]+1:wr_addr_bin[4:0];
  assign rd_nextaddr_bin=(rd&(~empty))?rd_addr_bin[4:0]+1:rd_addr_bin[4:0];
  assign wr_nextaddr_gray=(wr_nextaddr_bin>>1)^(wr_nextaddr_bin);
  assign rd_nextaddr_gray=(rd_nextaddr_bin>>1)^(rd_nextaddr_bin);
  always@(posedge wr_clk or negedge rst)
   begin
    if(!rst)
	 begin
	  wr_addr_bin<=0;
	  syn_wr_addr0_gray<=0;
	 end
	else
	 begin
	  wr_addr_bin<=wr_nextaddr_bin;
	  syn_wr_addr0_gray<=wr_nextaddr_gray;
	 end
   end
   always@(posedge rd_clk or negedge rst)
    begin
	 if(!rst)
	  begin
	   rd_addr_bin<=0;
	   syn_rd_addr0_gray<=0;
	  end
	 else
	  begin
	   rd_addr_bin<=rd_nextaddr_bin;
	   syn_rd_addr0_gray<=rd_nextaddr_gray;
	  end
	end
  always@(posedge wr_clk or negedge rst)
   if(!rst)
    begin
	 syn_rd_addr1_gray<=0;
	 syn_rd_addr2_gray<=0;
	end
   else
    begin
	 syn_rd_addr1_gray<=syn_rd_addr0_gray;
	 syn_rd_addr2_gray<=syn_rd_addr1_gray;
	end
  always@(posedge rd_clk or negedge rst)
   if(!rst)
    begin
	 syn_wr_addr1_gray<=0;
	 syn_wr_addr2_gray<=0;
	end
   else
    begin
	 syn_wr_addr1_gray<=syn_wr_addr0_gray;
	 syn_wr_addr2_gray<=syn_wr_addr1_gray;
	end
  assign asyn_empty=(rd_nextaddr_gray==syn_wr_addr2_gray);
  assign asyn_full=(wr_nextaddr_gray=={~syn_rd_addr2_gray[4:3],syn_rd_addr2_gray[2:0]});
  always@(posedge wr_clk or negedge rst)
   if(!rst)
    full<=0;
   else
    full<=asyn_full;
  always@(posedge rd_clk or negedge rst)
   if(!rst)
    empty<=0;
   else
    empty<=asyn_empty;
endmodule
```

## design/flow/run.sh

```bash
#!/bin/bash
# OpenROAD 26Q1-2900-gdf79404cd8, Yosys 0.63+post, stock flow scripts
make -C /OpenROAD-flow-scripts/flow DESIGN_CONFIG=/design/flow/config.mk WORK_HOME=/design/flow/orfs finish
```

==> notes.md <==
run results: outcome completed, hpwl dp 7.81 mm, non-filler cells, final 561, Die X-Extent 118 um, number of distinct library cells after synthesis 35, Setup TNS 0 ns, Post-Synthesis Cells 335, Iteration-0 DRC Markers 156, Filler cells 890, Syn-to-layout area delta 17.4%, placed cells 526, CP startpoint kind input pin, All-Layer GR Usage 22.3%, M3 GR Usage 11.6%, Worst path top cell family by delay simple AND/OR/NAND/NOR gates, Worst Path Arrival 2.76 ns, number of enable flip-flop cells 128, leading area contributor after synthesis edfxtp_1, Max stage delay cell, worst path clkdlybuf4s50_1, clock-pin slew on the worst setup and hold paths 0.07 ns, initial antenna violation count 0, RePlAce Congestion 0.836, CP bufs+invs 1, crit path DRT 4.46 ns, Post-CTS Repair Setup Buffers 0, Worst Setup Slack, final 1.71 ns, DRT antenna net count 0, sequential element share of the synthesized area 74.6%, Ports 23, RSZ-0062 raised after global routing no, top cells, area edfxtp_1 (57%), dfrtp_1 (15%), mux4_2 (11%), Ant. Diodes 0, OpenROAD warning count 29, register area 5010 um2, gr busiest metal met1, P_leak 2.79 nW, drt drc 0, Peak VDD IR 0.000397 V, global-route wire length before repair 20.1 mm, setup violators final 0, Synth flops 176, IO Port Bufs 21, top-count cell post-synth edfxtp_1, final hold vios 0, via count 3,181, clock skew 0.00831 ns, Synth Warn # 1, num rows 41, most frequent cells after synthesis edfxtp_1 (128), dfrtp_1 (40), mux4_2 (32), YS chip area 6710 um2, largest net degree at the start of global routing 41, gr ovfl total 0, vias in the first global route 3,449, Hold Slack 0.199 ns, top-area cell type share of the netlist area 57.3%, Pins Over Slew Limit 0, Cell Area, Synth 6710 um2, WL final 12.8 mm, P per Cell Area 734 nW/um2, DRT Pass-1 Iters 4, PostCTS Resize Cnt 0, chip area 13,900 um2, Max Cap Viol 0, met1 Resource Use GR 36.6%, Largest stage delay, worst path 0.52 ns, Via-to-Cell Ratio 5.67, # clock sinks 176, CP cell instances clkdlybuf4s50_1 -> nand2b_1 -> nor2_1 -> xnor2_1 -> xor3_1 -> nor4_1, # Cells Yosys 335, Pre-Place Util 52.3%, asr flop ratio synth 22.7%, CTS Hold Bufs 0, met2 Use GR 31.6%, Core ar. 12,800 um2, Main synth FF type edfxtp_1, crit path capture type register, Setup CP Type input pin to register, synthesized area per cell 20.0 um2, Die Span Y 118 um, type of the worst min-delay path register to register, CTS tree done, MI comb area 1590 um2, CP max FO 11, Worst-Margin Slew 0.842 ns, layout cells sized above 1 22.4%, drt wl/cell 22.9 um, Place WS 1.38 ns, Rel. slew slack 43.7%
==> power by group <==
group	leakage, nW	internal (mW)	switching [mW]
clock network	0.359	1.17	0.669
logic	0.731	0.774	0.781
registers	1.70	2.17	0.221
==> registers in the layout, indices dropped and copies added, names as in the netlist, 5 cells and up <==
name / flops
rd_addr_bin: 5
syn_wr_addr2_gray: 5
syn_rd_addr2_gray: 5
syn_wr_addr1_gray: 5
mem: 128
syn_rd_addr1_gray: 5
Dout: 8
wr_addr_bin: 5
==> cell type report <==
class,instances,area share [%]
Multi-Input combinational cell,137,20.2
Sequential cell,176,63.6
Clock inverter,14,2.89
Tap cell,172,2.73
Timing Repair Buffer,35,3.94
Inverter,6,0.286
Clock buffer,21,6.40
==> layout by cell type (no fill, tap or decap), types with 10 or more instances in the layout <==
master and count:
xor2_1 10, a22oi_1 16, dfrtp_1 39, nor2_1 14, mux4_2 32, buf_4 14
clkbuf_16 20, clkdlybuf4s50_1 20, edfxtp_1 128, xnor2_1 10
==> kinds of logic (layout without fill, tap and decap cells) <==
logic type | after synthesis | after routing | share of synthesized area, %
AND/OR/NAND/NOR | 43 | 43 | 3.49
flip-flops | 176 | 176 | 74.6
XOR/XNOR | 27 | 27 | 5.13
AND-OR/OR-AND | 27 | 27 | 2.95
buffers and inverters | 22 | 76 | 1.66
multiplexers | 35 | 35 | 11.2
adder cells (fa/ha/maj) | 5 | 5 | 0.933
==> path summary, 6_finish.rpt <==
check,from,end,slack [ns],cells after the start
min in group asynchronous,rst,syn_rd_addr1_gray[1]$_DFF_PN0_,0.50,2
max in group clk1,wr,full$_DFF_PN0_,1.85,6
hold reg to reg,syn_rd_addr0_gray[1]$_DFF_PN0_,syn_rd_addr1_gray[1]$_DFF_PN0_,0.20,0
setup / recovery,rd,empty$_DFF_PN0_,1.71,6
hold / removal,syn_rd_addr0_gray[1]$_DFF_PN0_,syn_rd_addr1_gray[1]$_DFF_PN0_,0.20,0
max in group asynchronous,rst,rd_addr_bin[0]$_DFF_PN0_,3.29,2
setup reg to reg,rd_addr_bin[0]$_DFF_PN0_,Dout[3]$_SDFF_PN0_,1.73,4
min in group clk0,syn_wr_addr1_gray[2]$_DFF_PN0_,syn_wr_addr2_gray[2]$_DFF_PN0_,0.35,0
==> per-stage QoR <==
| stage | util [%] | power, mW | cell area, um2 |
|---|---|---|---|
| 3_3_place_gp | 55.7 | 3.98 | 7140 |
| 2_1_floorplan | - | 3.54 | 6710 |
| 4_1_cts | 61.4 | 5.84 | 7880 |
| 3_5_place_dp | 55.7 | 3.98 | 7140 |
| 5_1_grt | 61.4 | 6.06 | 7880 |
| 6_report | 61.4 | 5.78 | 7880 |
==> routing by layer <==
metal	part of all wire [%]	up-vias	routed length, um
li1	-	1387	-
met1	40	1626	5130
met2	47	149	6090
met3	11	19	1390
met4	1.7	0	219
met5	0	-	0
==> worst register-to-register path: stages, from the launching register on <==
cell     delay (ns)
dfrtp_2        0.79
buf_4          0.49
mux4_2         0.60
a22oi_1        0.38
a21oi_1        0.17
Power figures rest on the tool's default switching activity, not on a simulated workload.
